==> /design/flow/design.v <==
package noc_params;
  typedef enum logic [2:0] {LOCAL, NORTH, SOUTH, WEST, EAST} port_t;
  localparam int PORT_NUM  = 5;
  localparam int PORT_SIZE = (PORT_NUM <= 1) ? 1 : $clog2(PORT_NUM);
  localparam int VC_NUM    = 2;
  localparam int VC_SIZE   = (VC_NUM <= 1) ? 1 : $clog2(VC_NUM);
endpackage : noc_params
module DP_RAM #(
	parameter WIDTH  = 8,              
	parameter DEPTH  = 16,             
	parameter ADDR_W = $clog2(DEPTH)   
)(
	input RSTn,
	input WR_CLK, RD_CLK,                  
	input WR_EN, RD_EN,                    
	input [ADDR_W-1:0] WR_ADDR, RD_ADDR,   
	input [WIDTH-1:0]  WR_DATA,            
	output logic [WIDTH-1:0] RD_DATA       
);
logic [WIDTH-1:0] ram_model [0:DEPTH-1];
integer i;
always_ff @(posedge WR_CLK) begin
	if (~RSTn) begin
		for (i = 0; i < DEPTH; i++) begin
			ram_model[i] <= 'h0;
		end
	end else if (WR_EN) ram_model[WR_ADDR] <= WR_DATA;
end
always_ff @(posedge RD_CLK) begin
	if (RD_EN)  RD_DATA <= ram_model[RD_ADDR];
end
endmodule
module SYNC_FIFO #(
	parameter WIDTH  = 8,              
	parameter DEPTH  = 16,             
	parameter PTR_W  = $clog2(DEPTH)   
)(
	input CLK,
	input RSTn,
	input WR_EN, RD_EN,                
	input [WIDTH-1:0] DATA_IN,         
	output FIFO_FULL, FIFO_EMPTY,      
	output [WIDTH-1:0] DATA_OUT        
);
logic [PTR_W-1:0] wr_pointer, rd_pointer;
logic [PTR_W:0] fifo_cnt;
logic ram_wr_en, ram_rd_en;
always_comb begin
  ram_wr_en = 1'b0;
  if (WR_EN && ~FIFO_FULL) begin
    if (RD_EN && (wr_pointer == rd_pointer))
      ram_wr_en = 1'b0;
    else
      ram_wr_en = 1'b1;
  end
end
always_comb begin
  ram_rd_en = 1'b0;
  if (RD_EN && ~FIFO_EMPTY) begin
    if (WR_EN && (wr_pointer == rd_pointer))
      ram_rd_en = 1'b0;
    else
      ram_rd_en = 1'b1;
  end
end
logic [WIDTH-1:0] ram_data_out;
DP_RAM #(
	.WIDTH(WIDTH),
	.DEPTH(DEPTH),
	.ADDR_W(PTR_W)
) u0_dp_ram (
	.RSTn(RSTn),
	.WR_CLK(CLK),
	.RD_CLK(CLK),
	.WR_EN(ram_wr_en),
	.RD_EN(ram_rd_en),
	.WR_ADDR(wr_pointer),
	.RD_ADDR(rd_pointer),
	.WR_DATA(DATA_IN),
	.RD_DATA(ram_data_out)
);
always_ff @(posedge CLK) begin
  if (!RSTn) {rd_pointer, wr_pointer, fifo_cnt} <= 0;
  else begin
    case ({WR_EN, RD_EN})
      2'b10: if (!FIFO_FULL) begin
        wr_pointer <= wr_pointer + 1;
        fifo_cnt   <= fifo_cnt + 1;
      end
      2'b01: if (!FIFO_EMPTY) begin
        rd_pointer <= rd_pointer + 1;
        fifo_cnt   <= fifo_cnt - 1;
      end
      2'b11: begin
        wr_pointer <= wr_pointer + 1;
        rd_pointer <= rd_pointer + 1;
      end
      default: begin
        {rd_pointer, wr_pointer, fifo_cnt} <= {rd_pointer, wr_pointer, fifo_cnt};
      end
    endcase
  end
end
assign FIFO_FULL  = (fifo_cnt == 2**PTR_W);
assign FIFO_EMPTY = (fifo_cnt == 'h0);
logic bypass_en, bypass_en_reg;
assign bypass_en = (wr_pointer == rd_pointer) && RD_EN && WR_EN;
logic [WIDTH-1:0] data_in_reg;
always_ff @(posedge CLK) begin
  if (!RSTn) begin
    data_in_reg   <= 'h0;
    bypass_en_reg <= 1'b0;
  end
  else begin
    data_in_reg   <= DATA_IN;
    bypass_en_reg <= bypass_en;
  end
end
assign DATA_OUT = bypass_en_reg ? data_in_reg : ram_data_out;
endmodule
==> /design/flow/run.sh <==
#!/bin/bash
# OpenROAD 26Q1-2900-gdf79404cd8, Yosys 0.63+post, stock flow scripts
make -C /OpenROAD-flow-scripts/flow DESIGN_CONFIG=/design/flow/config.mk WORK_HOME=/design/flow/orfs finish
==> /design/flow/config.mk <==
export PLATFORM = sky130hd
export DESIGN_NAME = SYNC_FIFO
export DESIGN_NICKNAME = SYNC_FIFO
export VERILOG_FILES = /design/flow/design.v
export SDC_FILE = /design/flow/constraint.sdc
export NUM_CORES = 4
export LEC_CHECK = 1
export CORE_UTILIZATION = 50
==> /design/flow/constraint.sdc <==
current_design SYNC_FIFO

set clk_period 4.0
set clk_io_pct 0.2

create_clock -name clk0 -period $clk_period [get_ports {CLK}]

set non_clock_inputs [all_inputs -no_clocks]
set_input_delay [expr $clk_period * $clk_io_pct] -clock clk0 $non_clock_inputs
set_output_delay [expr $clk_period * $clk_io_pct] -clock clk0 [all_outputs]
==> impl_metrics.toml <==
# implementation run metrics
[global_routing]
use_met3_pct = 16.2
grt_pass1_vias = 4677
grt_pass1_wl_mm = 25.8
antenna_found_initial = 0
gr-usage-all-layers_pct = 26.2
grt_max_degree = 47
grt.met2_usage_pct = 36.9
top_usage_layer = "met1"
grt_overflow = 0
met1_usage_pct = 38.9

[logic_synthesis]
yosysSeqAreaShare_pct = 62.5
synthCells = 561
yosys-stat-area_um2 = 7230
yosys.area.top_type = "edfxtp_1"
yosysWarnings = 2
ys_seq_elements = 158
avgSynthCellArea_um2 = 12.9
synthDominantCellAreaShare_pct = 56.5
yosysUniqueCellTypes = 43
flop_cell = "edfxtp_1"
synthTopCellsByArea = "edfxtp_1, mux4_2, nor2_1"
edf_count = 136
synth_area_um2 = 7230
ys_cells = 561
async_flop_share_pct = 0

[drt]
drt_drc_violations_left = 0
wl_per_cell_um = 20.9
firstDrtPassIters = 5
diodes = 0
drtIter0Drc = 377
ant_nets = 0
viasPerCell = 5.74
drt_wl_total_mm = 16.4
via_count = 4503

[setup_path]
cp.required_ns = 3.20
crit_type = "reg2out"
endpoint_kind = "primary output"
worstSetupStartpointType = "flip-flop"
crit_fanout = 6
critPathArrivalTime_ns = 2.25

[power_and_ir_drop]
p_clk_share_pct = 41.9
p_leak_nw = 2.85
p_sw_mw = 0.951
power_frac_comb_pct = 12.5
power_density_nw_per_um2 = 504
p_int_mw = 3.27
vdd_drop_max_uv = 275
pwr-share-seq_pct = 45.6
switching_share_pct = 22.5

[layout]
largest_register_ffs = 128
final_common_cell = "nor2_1"
synthToLayoutAreaGrowth_pct = 15.7
drive_gt1_share_pct = 18.0
nFillCells = 1072
lay_top_cells = "nor2_1, edfxtp_1, nand2_1, mux4_2, buf_4"

[sta]
rsz0062_at_grt = "no"
slew_headroom_pct = 40.0
max_freq_mhz = 328
worstMarginPinSlew_ns = 0.898
finalCritPeriodShare_pct = 76.2
finalHoldViolCount = 0
period_needed_ns = 3.05
fin_ws_ns = 0.951
setup_viol = 0
finalClockSkew_ns = 0.0110
report.final.slew_viol_count = 0
finalSetupTns_ns = 0

[clocking]
cts_tree = "yes"
cts.clk_slew.worst_paths_ns = 0.06
clk_latency_ns = 0.43
cts_buffers = 17
ctsHtreeMaxLevel = 4
root_buffer = "clkbuf_16"
hold_buffers = 0
cts_resized = 0
clock-sinks = 158
cts.path.max_buffers = 2
cts_setup_buffers = 0

[place]
place_hpwl_mm = 10.6
io_buffers = 21
gp_congestion = 0.829
place_ws_ns = 0.850

[die]
coreArea_um2 = 14000
pin_count = 22
num_rows = 43
die_x_um = 122
fp.dieH_um = 122
die-area_um2 = 15000
fp_util_pct = 51.7

[worst_hold_path]
hold_class = "reg2reg"

[status]
status = "complete, no violations"

[job]
warnings = 28
maxCapViolCount = 0
[per-layer routing]
layer	vias up	part of all wire (%)
met5	-	0
met4	0	1.8
met3	17	14
met2	221	45
met1	2156	39
li1	2109	-
[worst max-delay path, cell delays in order, from the launching register on]
cell and delay (ns):
dfxtp_1 0.38, or4_1 0.73, nor2_1 0.23, clkdlybuf4s50_1 0.49
[power by group through the flow]
stage         logic [mW]  clock network [mW]  registers [mW]
global route       0.579                1.86            1.93
finish             0.528                1.77            1.92
CTS                0.531                1.79            1.92
[cell families after synthesis]
family,Yosys count,share of synthesized area (%)
buf+inv,45,2.96
flops,158,62.5
fa+ha+maj,9,1.66
simple gates,239,14.1
compound gates,59,5.99
xor+xnor,10,1.21
mux,41,11.5
[synth_stat cells (all sizes together) (8+ instances only)]
cell type and instances:
inv 8, buf 24, o22ai 16, mux2 8, nand2 44, edfxtp 136
clkbuf 13, and2 15, o21ai 18, dfxtp 22, nand3 14, ha 8
nor2 146, mux4 33
[through the flow]
step | hold slack, ns | total power, mW | util [%] | std cells | instance area (um^2)
detailed placement | 0.523 | 2.49 | 55.0 | 752 | 7690
CTS | 0.527 | 4.25 | 59.8 | 784 | 8370
global placement | 0.519 | 2.48 | 55.0 | 752 | 7690
finish | 0.529 | 4.22 | 59.8 | 784 | 8370
global route | 0.564 | 4.37 | 59.8 | 784 | 8370
floorplan | 0.490 | 2.30 | - | 561 | 7230
[area by class of cell]
type | count | area (um^2) | area share, %
repair buffers | 48 | 413 | 4.93
well taps | 180 | 225 | 2.69
flip-flops and latches | 158 | 4530 | 54.1
multi-input cells | 358 | 2490 | 29.8
clock inverters | 3 | 45.0 | 0.538
inverters | 8 | 30.0 | 0.359
clock buffers | 29 | 638 | 7.62
[path summary, 6_finish.rpt]
kind | to | cells past startpoint | from | slack, ns
worst min register to register | fifo_cnt[3] | 2 | fifo_cnt[3] | 0.53
worst max-delay path | FIFO_EMPTY | 3 | fifo_cnt[0] | 0.95
worst min-delay path | fifo_cnt[3] | 2 | fifo_cnt[3] | 0.53
worst max register to register | u0_dp_ram.ram_model[5][0] | 5 | rd_pointer[3] | 1.52
Power is estimated from default activity; no workload was simulated.
