File: ./config.mk
export PLATFORM = sky130hd
export DESIGN_NAME = ASYNC_FIFO
export DESIGN_NICKNAME = ASYNC_FIFO
export VERILOG_FILES = /design/flow/design.v
export SDC_FILE = /design/flow/constraint.sdc
export NUM_CORES = 4
export LEC_CHECK = 1
export CORE_UTILIZATION = 50
File: ./constraint.sdc
current_design ASYNC_FIFO

set clk_period 7.0
set clk_io_pct 0.2

create_clock -name clk0 -period $clk_period [get_ports {RCLK}]
create_clock -name clk1 -period $clk_period [get_ports {WCLK}]

set non_clock_inputs [all_inputs -no_clocks]
set_input_delay [expr $clk_period * $clk_io_pct] -clock clk0 $non_clock_inputs
set_output_delay [expr $clk_period * $clk_io_pct] -clock clk0 [all_outputs]
File: ./design.v
package noc_params;
  typedef enum logic [2:0] {LOCAL, NORTH, SOUTH, WEST, EAST} port_t;
  localparam int PORT_NUM  = 5;
  localparam int PORT_SIZE = (PORT_NUM <= 1) ? 1 : $clog2(PORT_NUM);
  localparam int VC_NUM    = 2;
  localparam int VC_SIZE   = (VC_NUM <= 1) ? 1 : $clog2(VC_NUM);
endpackage : noc_params
module ASYNC_FIFO #(
	parameter WIDTH   = 8,              
	parameter DEPTH   = 16,             
	parameter ADDR_W  = $clog2(DEPTH),  
  parameter PTR_W   = ADDR_W + 1      
)(
	input WCLK, RCLK,
	input WRSTn, RRSTn,
	input WINC, RINC,                  
	input [WIDTH-1:0] WDATA,           
	output logic WFULL, REMPTY,        
	output logic [WIDTH-1:0] RDATA     
);
logic [ADDR_W-1:0] waddr, raddr;
logic [PTR_W-1:0] wptr, rptr;
DP_RAM #(
	.WIDTH(WIDTH),
	.DEPTH(DEPTH),
	.ADDR_W(ADDR_W)
) u0_dp_ram (
	.RSTn(WRSTn | RRSTn),
	.WR_CLK(WCLK),
	.RD_CLK(RCLK),
	.WR_EN(WINC && !WFULL),
	.RD_EN(RINC && !REMPTY),
	.WR_ADDR(waddr),
	.RD_ADDR(raddr),
	.WR_DATA(WDATA),
	.RD_DATA(RDATA)
);
FIFO_WPTR_FULL #(
	.DEPTH(DEPTH),
	.ADDR_W(ADDR_W),
  .PTR_W(PTR_W)
) u1_wptr_full(
  .WCLK(WCLK),
  .WINC(WINC),
  .WRSTn(WRSTn),
  .WQ2_RPTR(wq2_rptr),
  .WFULL(WFULL),
  .WPTR(wptr),
  .WADDR(waddr)
);
FIFO_RPTR_EMPTY #(
	.DEPTH(DEPTH),
	.ADDR_W(ADDR_W),
  .PTR_W(PTR_W)
) u2_rptr_empty(
  .RCLK(RCLK),
  .RINC(RINC),
  .RRSTn(RRSTn),
  .RQ2_WPTR(rq2_wptr),
  .REMPTY(REMPTY),
  .RPTR(rptr),
  .RADDR(raddr)
);
logic [PTR_W-1:0] wq2_rptr, rq2_wptr;
CDC_2DFF #(
  .W(PTR_W)
) u3_rptr_2dff (
  .CLK(WCLK),
  .RSTn(WRSTn),
  .CE(1'b1),
  .D(rptr),
  .Q2(wq2_rptr)
);
CDC_2DFF #(
  .W(PTR_W)
) u4_wptr_2dff (
  .CLK(RCLK),
  .RSTn(RRSTn),
  .CE(1'b1),
  .D(wptr),
  .Q2(rq2_wptr)
);
endmodule
module BIN2GRAY #(
  parameter W = 8
)(
  input  [W-1:0] B,        
  output logic [W-1:0] G   
);
integer i;
always_comb begin
  G[W-1] = B[W-1];
  for (i = W-2; i >= 0; i--)
    G[i] = B[i] ^ B[i+1];
end
endmodule
module CDC_2DFF #(
  parameter W = 8
)(
  input CLK,
  input CE,
  input RSTn,
  input  [W-1:0] D,         
  output logic [W-1:0] Q2   
);
logic [W-1:0] Q1;
DFF #(.W(W)) u0_cdc_2dff (
  .CLK(CLK),
  .RSTn(RSTn),
  .CE(CE),
  .D(D),
  .Q(Q1)
);
DFF #(.W(W)) u1_cdc_2dff (
  .CLK(CLK),
  .RSTn(RSTn),
  .CE(CE),
  .D(Q1),
  .Q(Q2)
);
endmodule
module DFF #(
  parameter W = 8
)(
  input CLK,
  input CE,
  input RSTn,
  input  [W-1:0] D,         
  output logic [W-1:0] Q    
);
always_ff @(posedge CLK) begin
  if (~RSTn)    Q <= 'h0;
  else if (CE)  Q <= D;
end
endmodule
module DP_RAM #(
	parameter WIDTH  = 8,              
	parameter DEPTH  = 16,             
	parameter ADDR_W = $clog2(DEPTH)   
)(
	input RSTn,
	input WR_CLK, RD_CLK,                  
	input WR_EN, RD_EN,                    
	input [ADDR_W-1:0] WR_ADDR, RD_ADDR,   
	input [WIDTH-1:0]  WR_DATA,            
	output logic [WIDTH-1:0] RD_DATA       
);
logic [WIDTH-1:0] ram_model [0:DEPTH-1];
integer i;
always_ff @(posedge WR_CLK) begin
	if (~RSTn) begin
		for (i = 0; i < DEPTH; i++) begin
			ram_model[i] <= 'h0;
		end
	end else if (WR_EN) ram_model[WR_ADDR] <= WR_DATA;
end
always_ff @(posedge RD_CLK) begin
	if (RD_EN)  RD_DATA <= ram_model[RD_ADDR];
end
endmodule
module FIFO_RPTR_EMPTY #(
	parameter DEPTH   = 16,             
	parameter ADDR_W  = $clog2(DEPTH),  
  parameter PTR_W   = ADDR_W + 1      
)(
  input RCLK,
  input RINC,
  input RRSTn,
  input  [PTR_W-1:0] RQ2_WPTR,        
  output logic              REMPTY,   
  output logic [PTR_W-1:0]  RPTR,     
  output logic [ADDR_W-1:0] RADDR     
);
logic [PTR_W-1:0] rptr_bin;
assign RADDR = rptr_bin[ADDR_W-1:0];
always_ff @(posedge RCLK) begin
  if (~RRSTn) begin
    rptr_bin <= 0;
  end
  else if (RINC && !REMPTY) begin
    rptr_bin <= rptr_bin + 1'b1;
  end
end
assign REMPTY = (RPTR[PTR_W-1:0] == RQ2_WPTR[PTR_W-1:0]);
BIN2GRAY #(
  .W(PTR_W)
) u0_rptr_bin2gray (
  .G(RPTR), .B(rptr_bin)
);
endmodule
module FIFO_WPTR_FULL #(
	parameter DEPTH   = 16,             
	parameter ADDR_W  = $clog2(DEPTH),  
  parameter PTR_W   = ADDR_W + 1      
)(
  input WCLK,
  input WINC,
  input WRSTn,
  input  [PTR_W-1:0] WQ2_RPTR,        
  output logic              WFULL,    
  output logic [PTR_W-1:0]  WPTR,     
  output logic [ADDR_W-1:0] WADDR     
);
logic [PTR_W-1:0] wptr_bin;
assign WADDR = wptr_bin[ADDR_W-1:0];
always_ff @(posedge WCLK) begin
  if (~WRSTn) begin
    wptr_bin <= 0;
  end
  else if (WINC && ~WFULL) begin
    wptr_bin <= wptr_bin + 1'b1;
  end
end
assign WFULL = (WPTR == {~WQ2_RPTR[PTR_W-1:PTR_W-2], WQ2_RPTR[PTR_W-3:0]});
BIN2GRAY #(
  .W(PTR_W)
) u0_wptr_bin2gray (
  .G(WPTR), .B(wptr_bin)
);
endmodule
File: ./run.sh
#!/bin/bash
# OpenROAD 26Q1-2900-gdf79404cd8, Yosys 0.63+post, stock flow scripts
make -C /OpenROAD-flow-scripts/flow DESIGN_CONFIG=/design/flow/config.mk WORK_HOME=/design/flow/orfs finish
==> CHANGELOG.md <==
### Implementation results

* Status: complete, no violations
* Final Setup Violations at 0
* Yosys synthesis chip area at 7360 µm²
* GR Overflow Total at 0
* Yosys aoi share at 3.04%
* Max VDD drop at between 0.00015 and 0.0002 V
* PortBufs at 22
* Endpoints failing hold at 0
* RD Place Congestion at 0.934
* I/O Pins at 24
* CP required at between 5 and 6 ns
* # rows at between 40 and 50
* ANT nets after route at 0
* Mux share at 13.6%
* Max_slew headroom at 37.7%
* Initial DRC count at about 340
* Drt drc at 0
* Critical Path AT at 2.89 ns
* Postcts setup bufs at 0
* Worst path max stage delay at roughly 0.57 ns
* Ys flop type: edfxtp_1
* Die area at 15200 µm²
* Post-synthesis cell type with the largest instance count: edfxtp_1
* Top cells by area: edfxtp_1 (55%), mux4_2 (12%), dfxtp_1 (8.2%), nor2_1 (6.8%), nand2_1 (2.5%)
* Setup TNS Final at 0 ns
* Sequential-to-total area share from yosys stat at 63.6%
* Comb area leader: multiplexers
* Cells after Synth at between 500 and 600
* Cts hold-fix bufs at 0
* Gr usage total at between 20% and 30%
* Yosys warnings at 5
* Pin count of the biggest net entering global routing at 37
* Total number of vias at approximately 4300
* Hold Crit Class: flip-flop to flip-flop
* CP cell instances: buf_4 > ha_1 > xor2_1 > nor4_1 > and2_1 > clkdlybuf4s50_1
* Layout area overhead at 12.9%
* WS Path Type: flip-flop to output pin
* Chip Width at ~120 µm
* CORE AREA at ~14000 µm²
* Final design utilization at 59.0%
* Reg clk slew, reported paths at roughly 0.06 ns
* FP Core Util at between 50% and 60%
* Final wirelength at ~19000 µm
* Clock skew at a little over 0.005 ns
* Number of antenna diodes at 0
* Per-cell routed wire length at roughly 25 µm
* Syn_area_per_cell at 14.1 µm²
* # Cells Yosys at between 500 and 600
* Simple Share, Synth at around 12%
* Max-slew violation count at 0
* Max FO, Critical Path at 36
* Adder share at 2.04%
* Initial antenna violation count at 0
* CP startpoint kind: flip-flop
* Area fraction in xor and xnor cells at under 10%
* Chip Height at 123 µm
* Yosys cell types at 28
* Vias in the first global route at around 4300
* First-pass GRT wire length at approximately 27000 µm
* Pleak at about 2.8 nW
* Sink Count at between 150 and 200
* Layout cell share with drive strength beyond 1 at 15.6%
* Synth cell count leaders: edfxtp_1 (136), nor2_1 (134), nand2_1 (49)
* CP max stage cell: nor4_1
* RSZ-0062 raised after global routing: false
* CTS tree: yes
* Synth area leader: edfxtp_1
* P per Cell Area at 287 nW/µm²
* Area of the mapped netlist at about 7400 µm²
* Async S/R FF share, synth at 0%
* Tool Warnings at 32
* MaxCap Viol Count at 0
* Post_cts resized at 0
* Post-synth EDFFs at about 140
* Dpl hpwl at 12600 µm
* #FFs+latches synth at roughly 170
* Area share, top type at around 55%
* Least-Margin Pin Slew at approximately 0.93 ns
* Vias per cell at ~6
* Router iterations before antenna repair at 5
* Crit path capture type: output pin
-- metrics by stage --
step	worst slack [ns]	hold slack, ns	std cells	power (mW)	cell area, µm²
6_report	2.71	0.385	738	2.38	8310
5_1_grt	2.49	0.412	738	2.46	8310
4_1_cts	2.64	0.385	738	2.39	8310
3_5_place_dp	2.93	0.424	702	1.36	7630
3_3_place_gp	2.96	0.424	702	1.36	7630
2_1_floorplan	4.10	0.412	524	1.28	7360
-- cell usage in the layout, fill, tap and decap left out, types with 5 or more instances in the layout --
cell type,n
inv_1,8
a21oi_1,6
ha_1,12
nand2b_1,5
xor2_1,7
nor2_1,134
nand2_1,49
edfxtp_1,136
and2_1,21
buf_4,7
dfxtp_1,29
o22ai_1,15
mux2i_1,10
mux4_2,40
clkdlybuf4s50_1,22
clkbuf_16,20
-- power breakdown --
group,switching [mW],internal [mW],total [mW]
sequential,0.0145,1.11,1.12
combinational,0.128,0.0893,0.217
clock,0.378,0.664,1.04
-- state kept, by name, summed over array words and instances, names as in the netlist --
name and flops:
u2_rptr_empty.rptr_bin 5, u0_dp_ram.RD_DATA 8, u1_wptr_full.wptr_bin 5, u4_wptr_2dff.u1_cdc_2dff.Q 5, u3_rptr_2dff.u1_cdc_2dff.Q 5, u3_rptr_2dff.u0_cdc_2dff.Q 5, u4_wptr_2dff.u0_cdc_2dff.Q 5, u0_dp_ram.ram_model 128
-- per-layer routing --
layer | wire [µm] | global-route usage, %
met3 | 3410 | 23.1
met1 | 6350 | 40.4
met2 | 8180 | 39.1
met5 | 0 | 2.43
met4 | 682 | 6.17
-- worst max-delay path, delay by kind of cell, from the launching register on --
kind | cells | cell delay [ns]
buffers and inverters | 2 | 0.98
adder cells (fa/ha/maj) | 1 | 0.38
flip-flops | 1 | 0.31
AND/OR/NAND/NOR | 2 | 0.79
XOR/XNOR | 1 | 0.17
-- final timing paths --
kind               slack (ns)                             to  depth (start not counted)                          start
max                      2.71                         REMPTY                          6      u2_rptr_empty.rptr_bin[0]
min                      0.39  u3_rptr_2dff.u0_cdc_2dff.Q[4]                          1      u2_rptr_empty.rptr_bin[4]
max reg2reg              3.81      u0_dp_ram.ram_model[5][3]                          6       u1_wptr_full.wptr_bin[0]
min reg2reg              0.39  u3_rptr_2dff.u0_cdc_2dff.Q[4]                          1      u2_rptr_empty.rptr_bin[4]
max in group clk1        3.66      u0_dp_ram.ram_model[5][3]                          3                           WINC
min in group clk0        0.44  u4_wptr_2dff.u1_cdc_2dff.Q[4]                          1  u4_wptr_2dff.u0_cdc_2dff.Q[4]
-- area by class of cell --
class / count / area (µm²)
Tap cell: 180 / 225
Timing Repair Buffer: 29 / 273
Clock inverter: 15 / 178
Sequential cell: 166 / 4690
Fill cell: 1086 / 5780
Clock buffer: 21 / 504
Inverter: 8 / 30.0
Multi-Input combinational cell: 319 / 2420
-- kinds of logic (layout without fill, tap and decap cells) --
logic type	Yosys count	count (layout)
AND/OR/NAND/NOR	217	217
adder cells (fa/ha/maj)	12	12
buffers and inverters	39	73
flip-flops	166	166
XOR/XNOR	13	13
AND-OR/OR-AND	27	27
multiplexers	50	50
Power and IR drop assume default switching activity.
