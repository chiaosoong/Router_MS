**/design/flow/config.mk**
```make
export PLATFORM = sky130hd
export DESIGN_NAME = AXI4_LITE_M
export DESIGN_NICKNAME = AXI4_LITE_M
export VERILOG_FILES = /design/flow/design.v
export SDC_FILE = /design/flow/constraint.sdc
export NUM_CORES = 4
export LEC_CHECK = 1
export CORE_UTILIZATION = 40
```
**/design/flow/constraint.sdc**
```tcl
current_design AXI4_LITE_M

set clk_period 4.1
set clk_io_pct 0.2

create_clock -name clk0 -period $clk_period [get_ports {ACLK}]

set non_clock_inputs [all_inputs -no_clocks]
set_input_delay [expr $clk_period * $clk_io_pct] -clock clk0 $non_clock_inputs
set_output_delay [expr $clk_period * $clk_io_pct] -clock clk0 [all_outputs]
```
**/design/flow/design.v**
```verilog
package noc_params;
  typedef enum logic [2:0] {LOCAL, NORTH, SOUTH, WEST, EAST} port_t;
  localparam int PORT_NUM  = 5;
  localparam int PORT_SIZE = (PORT_NUM <= 1) ? 1 : $clog2(PORT_NUM);
  localparam int VC_NUM    = 2;
  localparam int VC_SIZE   = (VC_NUM <= 1) ? 1 : $clog2(VC_NUM);
endpackage : noc_params
module AXI4_LITE_M #(
	parameter WIDTH  = 32,             
	parameter ADDR_W = 32              
) (
  input               M_IRREQ, M_IAWREQ, M_IWREQ,      
  input [ADDR_W-1:0]  M_IARADDR, M_IAWADDR,
  input [WIDTH-1:0]   M_IWDATA,
  input [WIDTH/8-1:0] M_IWSTRB,
  input [2:0]         M_IARPROT, M_IAWPROT,
  output logic [WIDTH-1:0] M_ORDATA,
  output logic             M_ORERROR,
  output logic             M_OWERROR,
  input ACLK, ARESETn,
  input        M_ARREADY,
  output logic M_ARVALID,
  output logic [ADDR_W-1:0] M_ARADDR,
  output logic [2:0]        M_ARPROT,  
  input [WIDTH-1:0] M_RDATA,
  input [1:0]       M_RRESP,           
  input             M_RVALID,
  output logic      M_RREADY,
  input        M_AWREADY,
  output logic M_AWVALID,
  output logic [ADDR_W-1:0] M_AWADDR,
  output logic [2:0]        M_AWPROT,  
  input        M_WREADY,
  output logic M_WVALID,
  output logic [WIDTH-1:0]   M_WDATA,
  output logic [WIDTH/8-1:0] M_WSTRB,
  input [1:0]  M_BRESP,                
  input        M_BVALID,
  output logic M_BREADY
);
localparam RESP_OKAY   = 2'b00;
localparam RESP_EXOKAY = 2'b01;
localparam RESP_SLVERR = 2'b10;
localparam RESP_DECERR = 2'b11;
localparam DATA_PROT  = 3'b000;
localparam INSTR_PROT = 3'b100;
typedef enum logic [1:0] {R_IDLE, R_RADDR, R_RDATA} r_state_type;
typedef enum logic {W_IDLE, W_WDATA} w_state_type;
typedef enum logic {AW_IDLE, AW_WADDR} aw_state_type;
typedef enum logic {B_IDLE, B_RESP} b_state_type;
r_state_type r_current_state, r_next_state;
w_state_type w_current_state, w_next_state;
aw_state_type aw_current_state, aw_next_state;
b_state_type b_current_state, b_next_state;
logic [ADDR_W-1:0] araddr, reg_araddr;
logic [2:0] arprot, reg_arprot;
logic [WIDTH-1:0] rdata, reg_rdata;
logic [1:0] rresp, reg_rresp;
assign M_ORDATA = rdata;
assign M_ARADDR = araddr;
assign M_ARPROT = arprot;
assign M_ORERROR = (rresp == RESP_OKAY) ? 1'b0 : 1'b1;
always_ff @(posedge ACLK) begin
  if (!ARESETn) begin
    r_current_state <= R_IDLE;
    reg_araddr      <= 'h0;
    reg_arprot      <= INSTR_PROT;
    reg_rdata       <= 'h0;
    reg_rresp       <= RESP_OKAY;
  end else begin
    r_current_state <= r_next_state;
    reg_araddr      <= araddr;
    reg_arprot      <= arprot;
    reg_rdata       <= rdata;
    reg_rresp       <= rresp;
  end
end
always_comb begin
  r_next_state = r_current_state;
  araddr       = reg_araddr;
  arprot       = reg_arprot;
  rdata        = reg_rdata;
  rresp        = reg_rresp;
  M_ARVALID    = 1'b0;
  M_RREADY     = 1'b0;
  case (r_current_state)
    R_IDLE: begin
      if (M_IRREQ)  r_next_state = R_RADDR;
    end
    R_RADDR: begin
      M_ARVALID = 1'b1;          
      araddr    = M_IARADDR;     
      arprot    = M_IARPROT;
      if (M_ARREADY)             
        r_next_state = R_RDATA;
    end
    R_RDATA: begin
      if (M_RVALID) begin
        M_RREADY = 1'b1;         
        rresp    = M_RRESP;      
        rdata    = M_RDATA;
        r_next_state = R_IDLE;   
      end
    end
    default: ;
  endcase
end
logic [ADDR_W-1:0] awaddr, reg_awaddr;
assign M_AWADDR = awaddr;
logic [2:0] awprot, reg_awprot;
assign M_AWPROT = awprot;
always_ff @(posedge ACLK) begin
  if (!ARESETn) begin
    aw_current_state <= AW_IDLE;
    reg_awaddr       <= 'h0;
    reg_awprot       <= INSTR_PROT;
  end else begin
    aw_current_state <= aw_next_state;
    reg_awaddr       <= awaddr;
    reg_awprot       <= awprot;
  end
end
always_comb begin
  aw_next_state = aw_current_state;
  awaddr        = reg_awaddr;
  awprot        = reg_awprot;
  M_AWVALID     = 1'b0;
  case(aw_current_state)
    AW_IDLE: begin
      if (M_IAWREQ) aw_next_state = AW_WADDR;
    end
    AW_WADDR: begin
      M_AWVALID = 1'b1;        
      awaddr    = M_IAWADDR;   
      awprot    = M_IAWPROT;
      if (M_AWREADY)  aw_next_state = AW_IDLE;   
    end
  endcase
end
logic [WIDTH-1:0] wdata, reg_wdata;
assign M_WDATA = wdata;
logic [WIDTH/8-1:0] wstrb, reg_wstrb;
assign M_WSTRB = wstrb;
always_ff @(posedge ACLK) begin
  if (!ARESETn) begin
    w_current_state <= W_IDLE;
    reg_wdata       <= 'h0;
    reg_wstrb       <= 'hf;
  end else begin
    w_current_state <= w_next_state;
    reg_wdata       <= wdata;
    reg_wstrb       <= wstrb;
  end
end
always_comb begin
  w_next_state = w_current_state;
  wdata        = reg_wdata;
  wstrb        = reg_wstrb;
  M_WVALID     = 1'b0;
  case(w_current_state)
    W_IDLE: begin
      if (M_IWREQ) w_next_state = W_WDATA;
    end
    W_WDATA: begin
      M_WVALID = 1'b1;        
      wdata    = M_IWDATA;    
      wstrb    = M_IWSTRB;
      if (M_WREADY)  w_next_state = W_IDLE;   
    end
  endcase
end
logic [1:0] wresp, reg_wresp;
assign M_OWERROR = (wresp == RESP_OKAY) ? 1'b0 : 1'b1;
always_ff @(posedge ACLK) begin
  if (!ARESETn) begin
    b_current_state <= B_IDLE;
    reg_wresp       <= RESP_OKAY;
  end else begin
    b_current_state <= b_next_state;
    reg_wresp       <= wresp;
  end
end
always_comb begin
  b_next_state = b_current_state;
  wresp        = reg_wresp;
  M_BREADY     = 1'b0;
  case(b_current_state)
    B_IDLE: begin
      if (M_BVALID) b_next_state = B_RESP;
    end
    B_RESP: begin
      M_BREADY = 1'b1;
      wresp    = M_BRESP;
      b_next_state = B_IDLE;   
    end
  endcase
end
endmodule
```
**/design/flow/run.sh**
```bash
#!/bin/bash
# OpenROAD 26Q1-2900-gdf79404cd8, Yosys 0.63+post, stock flow scripts
make -C /OpenROAD-flow-scripts/flow DESIGN_CONFIG=/design/flow/config.mk WORK_HOME=/design/flow/orfs finish
```
==> flow_metrics.env <==
# source this file to load flow results
export IMPL_status="complete, no violations"
export IMPL_fin_crit_sh_pct=86.3
export IMPL_clockBufferDepth=2
export IMPL_drv_cap=0
export IMPL_drc=0
export IMPL_syn_cell_area_sq_um=6310
export IMPL_drt_iter0_markers=251
export IMPL_path_clk_slew_ns=0.06
export IMPL_grt_max_degree=97
export IMPL_initCoreUtil_pct=41.2
export IMPL_drive_gt1_share_pct=22.2
export IMPL_layout_cells_non_filler=1070
export IMPL_yosys_area_sq_um=6310
export IMPL_utilization_pct=64.7
export IMPL_max_vdd_ir_drop_mv=0.299
export IMPL_slew_violations=0
export IMPL_power_w=0.00368
export IMPL_fin_skew_ns=0.00698
export IMPL_grt_pass1_vias=4725
export IMPL_cts_buffers=17
export IMPL_dieHeight_microns=128
export IMPL_ys_types=24
export IMPL_synth_area_per_cell_sq_um=11.1
export IMPL_fp_dieW_microns=128
export IMPL_setup_tns_final_ns=0
export IMPL_die_area_sq_um=16300
export IMPL_rsz0062_at_grt="no"
export IMPL_ys_cells=570
export IMPL_synthCells=570
export IMPL_warnings=26
export IMPL_diodes=0
export IMPL_grtUsageTotal_pct=20.6
export IMPL_worstPathRequired_ns=3.28
export IMPL_grt_pass1_wl_microns=25600
export IMPL_critical_path_class="input port to primary output"
export IMPL_clock_fmax_mhz=283
export IMPL_drtAntennaViolNets=0
export IMPL_overflow=0
export IMPL_hpwl_microns=11800
export IMPL_arrival_ns=2.72
export IMPL_yosys_warnings=1
export IMPL_setup_viol=0
export IMPL_area_growth_pct=57.0
export IMPL_hold_buffers=0
export IMPL_finalCriticalPeriod_ns=3.54
export IMPL_num_rows=45
export IMPL_route_vias_total=4972
export IMPL_ios=297
export IMPL_clock_latency_ns=0.41
export IMPL_worst_slew_margin_rel_pct=50.3
export IMPL_viasPerCell=4.65
export IMPL_place_gp_congestion=0.799
export IMPL_fill_cells=1202
export IMPL_cts_max_level=4
export IMPL_ys_ff=148
export IMPL_yosysSeqAreaShare_pct=47.0
export IMPL_drt_pass1_iterations=4
export IMPL_p_leak_nw=3.85
export IMPL_wire_per_inst_microns=15.4
export IMPL_antenna_found_initial=0
export IMPL_hold_viol_final=0
export IMPL_cts_tree="built"
export IMPL_final_common_cell="clkdlybuf4s50_1"
export IMPL_core_area_sq_um=15300
export IMPL_drt_wl_total_microns=16500
export IMPL_cp_max_fo=48
export IMPL_dp_cells=1038
export IMPL_clkSinkCount=148
export IMPL_p_per_area_nw_per_um2=372
export IMPL_min_path_type="register to register"
export IMPL_final_cell_mix="295 x clkdlybuf4s50_1, 146 x dfxtp_1, 101 x mux2_2"
export IMPL_post_cts_resize_count=0
export IMPL_startpoint_type="input port"
export IMPL_cp_end_kind="primary output"
export IMPL_cts_setup_buffers=0
export IMPL_port_buffers=296
export IMPL_worst_pin_slew_ns=0.746
export IMPL_cts_root_buf="clkbuf_16"
## worst max-delay path, stage by stage
cell and delay (ns):
clkdlybuf4s50_1 0.48, and2_4 0.63, mux2_4 0.35, clkdlybuf4s50_1 0.41
## layout make-up
class	count	area (sq um)	area share [%]
sequential	148	2970	29.9
clock inverter	7	93.8	0.948
multi-input combinational	372	3030	30.6
timing repair buffer	305	3030	30.6
clock buffer	25	515	5.21
inverter	2	7.51	0.0758
tap	211	264	2.67
## path summary, 6_finish.rpt
path / from / to / slack [ns] / cells past startpoint
max reg2reg: r_current_state[1] / reg_rdata[21] / 2.16 / 4
min: r_current_state[0] / r_current_state[2] / 0.45 / 2
max: M_RVALID / M_ORDATA[5] / 0.56 / 4
min reg2reg: r_current_state[0] / r_current_state[2] / 0.45 / 2
## cell usage after synthesis
cell | number | share of area [%]
dfxtp_1 | 148 | 47
clkbuf_1 | 24 | 1.4
buf_2 | 7 | 0.56
nor3_1 | 1 | 0.079
mux2_1 | 5 | 0.89
o21ai_2 | 8 | 1.1
nor2_1 | 5 | 0.30
mux2_4 | 32 | 7.6
nand4_1 | 34 | 3.4
or2_2 | 6 | 0.60
buf_6 | 15 | 2.7
o21ai_0 | 26 | 2.1
mux2_2 | 101 | 18
and2_4 | 1 | 0.14
nand2b_1 | 6 | 0.60
and2_1 | 100 | 9.9
a211o_1 | 1 | 0.14
a211oi_1 | 1 | 0.12
inv_1 | 2 | 0.12
a21oi_1 | 5 | 0.40
mux2i_1 | 2 | 0.32
buf_4 | 2 | 0.24
nand2_1 | 37 | 2.2
a21oi_2 | 1 | 0.14
## stage by stage
stage | hold slack, ns | setup slack [ns] | instance area (sq um)
after global routing | 0.478 | 0.469 | 9900
after global placement | 0.447 | 0.607 | 9290
after floorplan | 0.435 | 1.66 | 6310
after detailed placement | 0.451 | 0.560 | 9290
final | 0.455 | 0.563 | 9900
after CTS | 0.457 | 0.564 | 9900
## state kept, by name (all words and copies together) (netlist names)
name / flops
reg_rresp: 2
reg_awaddr: 32
b_current_state: 1
reg_awprot: 3
reg_wresp: 2
reg_araddr: 32
r_current_state: 3
reg_arprot: 3
reg_wstrb: 4
w_current_state: 1
reg_rdata: 32
reg_wdata: 32
aw_current_state: 1
## kinds of logic after synthesis
family / count (synthesis) / synth area share (%)
and+or+nand+nor: 190 / 17.2
DFF: 148 / 47.0
muxes: 140 / 26.9
buffers and inverters: 50 / 5.02
AOI/OAI and AO/OA: 42 / 3.97
## metal layers
layer / track usage [%] / share of wire, %
met5: 0 / 0
met2: 34.2 / 47
met1: 28.4 / 44
met3: 5.55 / 8.3
met4: 2.21 / 0.98
## power breakdown
group,leakage (nW),internal (W),switching [W],total (W)
registers,1.21,0.00151,0.0000272,0.00153
logic,2.34,0.000429,0.000163,0.000593
clock network,0.295,0.000993,0.000562,0.00156
total,3.85,0.00293,0.000753,0.00368
Power and IR drop assume default switching activity.
